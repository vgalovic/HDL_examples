===== /design/flow/config.mk =====
export PLATFORM = sky130hd
export DESIGN_NAME = reg_files_64x16_write_first
export DESIGN_NICKNAME = reg_files_64x16_write_first
export VERILOG_FILES = /design/flow/design.v
export SDC_FILE = /design/flow/constraint.sdc
export NUM_CORES = 4
export LEC_CHECK = 1
export CORE_UTILIZATION = 30

===== /design/flow/design.v =====
`timescale 1ns / 1ps
module reg_files_64x16_write_first #(
    parameter DATA_WIDTH   = 16,
    parameter ADDR_WIDTH   = 6,
    parameter MEM_CAPACITY = 64
) (
    input wire clk,
    input wire reset,
    input wire ce,
    input wire en,
    input wire [ADDR_WIDTH-1:0] address,
    input wire [DATA_WIDTH-1:0] wdata,
    output reg [DATA_WIDTH-1:0] rdata
);
  reg [DATA_WIDTH-1:0] reg_array[0:MEM_CAPACITY-1];
  integer i;
  always @(posedge clk) begin
    if (reset) begin
      for (i = 0; i < MEM_CAPACITY; i = i + 1) begin
        reg_array[i] <= 0;
      end
    end else if (ce && en) reg_array[address] <= wdata;
    rdata <= reg_array[address];
  end
endmodule

===== /design/flow/run.sh =====
#!/bin/bash
# OpenROAD 26Q1-2900-gdf79404cd8, Yosys 0.63+post, stock flow scripts
make -C /OpenROAD-flow-scripts/flow DESIGN_CONFIG=/design/flow/config.mk WORK_HOME=/design/flow/orfs finish

===== /design/flow/constraint.sdc =====
current_design reg_files_64x16_write_first

set clk_period 18.2
set clk_io_pct 0.2

create_clock -name clk0 -period $clk_period [get_ports {clk}]

set non_clock_inputs [all_inputs -no_clocks]
set_input_delay [expr $clk_period * $clk_io_pct] -clock clk0 $non_clock_inputs
set_output_delay [expr $clk_period * $clk_io_pct] -clock clk0 [all_outputs]

==> flow_metrics.tcl <==
# place-and-route summary
set metrics [dict create \
    floorplanUtilization_pct 30.3 \
    final_layout_size_suffix_gt1_share_pct 13.6 \
    path_delay_family "simple AND/OR/NAND/NOR gates" \
    synth.yosys.chip_area_um2 47400 \
    post_layout_period_usage_of_the_worst_path_pct 44.4 \
    crit_arrival_ns 8.44 \
    outcome "completed" \
    final-hold-violation-count 0 \
    clk_pin_slew_worst_setup_hold_paths_ns 0.06 \
    post_synth_most_frequent_cells "sky130_fd_sc_hd__and2_1, sky130_fd_sc_hd__edfxtp_1, sky130_fd_sc_hd__a22oi_1" \
    critPathRequiredTime_ns 18.56 \
    grt_max_degree 84 \
    worst_slew_pin_slew_ns 1.17 \
    cell_internal_pwr_mw 4.14 \
    totalNegativeSetupSlack_ns 0 \
    post_cts.repair.setup_buffers 0 \
    max-clock-path-buffers 3 \
    warnings 26 \
    worstPathBufferInverterCount 4 \
    maxClockFrequency_mhz 124 \
    end_kind "flop" \
    grt_first_pass_wirelength_mm 212 \
    critPathKind "in -> reg" \
    core.rowCount 145 \
    n_fill_cell 14800 \
    slew-limit-headroom_pct 21.5 \
    core_area_um2 157000 \
    routed-via-count 29200 \
    gp_congestion 0.962 \
    crit_path_start_kind "primary input" \
    total_congestion_overflow_after_global_routing 0 \
    synthToLayoutAreaGrowth_pct 12.4 \
    h_tree_level_count 3 \
    top_cell "sky130_fd_sc_hd__and2_1" \
    synth_warnings 1 \
    cts_inserted_buffers 105 \
    die_w_um 399 \
    holdWs_ns 0.727 \
    post_cts.resized_instances 0 \
    number_of_flops_mapped_to_enable_cells_by_yosys 1024 \
    vdd.ir_drop.worst_uv 75.0 \
    drv.max_cap_violation_count 0 \
    asyncSetResetFlopFracSynth_pct 0 \
    final_design_area_no_fill_um2 53300 \
    leakage_nw 18.1 \
    p_sw_share_pct 23.2 \
    detail_route.wl_per_cell_um 26.3 \
    clk-insertion-delay-late_ns 0.70 \
    total_cell_area_at_the_placement_stage_um2 49800 \
    fin_worst_skew_ns 0.0190 \
    root_buffer "sky130_fd_sc_hd__clkbuf_16" \
    postCtsHoldBufs 0 \
    synthCells 3561 \
    drt_iter0_markers 2263 \
    dpl.hpwl_mm 91.0 \
    ys_seq_share_pct 65.6 \
    clock_power_share_pct 40.7 \
    drt_first_pass_iters 7 \
    crit_top_cell "sky130_fd_sc_hd__buf_4" \
    place.port_buffers 41 \
    syn-cell-area_um2 47400 \
    track_usage_pct 19.6 \
    p_sw_mw 1.25 \
    rsz_0062_raised_after_global_routing "no" \
    synth_cell_types 53 \
    route.final.wire_length_mm 148 \
    cts_tree "built" \
    top_cells_by_area "sky130_fd_sc_hd__edfxtp_1, sky130_fd_sc_hd__and2_1, sky130_fd_sc_hd__a22oi_1, sky130_fd_sc_hd__clkbuf_1, sky130_fd_sc_hd__mux2_2" \
    fp.dieH_um 399 \
    path_cells "buf_8, buf_4, buf_4, buf_4, nand3_1, nor2_1, or2_2" \
    yosys_most_used_dff "sky130_fd_sc_hd__edfxtp_1" \
    fin_crit_ns 8.09 \
    remaining_drc_errors 0 \
    die_area_um2 160000 \
    slowest_stage_delay_cp_ns 1.01 \
    pwr-share-comb_pct 7.5 \
    number_of_antenna_violations_at_the_first_check_in_global_routing 7 \
    detail-route-antenna-nets 0 \
    yosys_instances 3561 \
    route.detailed.vias_per_inst 5.19 \
    registers_synthesis 1040 \
    critical_path.slowest_cell "sky130_fd_sc_hd__nand3_1" \
    final-max-slew-violation-count 0 \
    setup-violations-final 0 \
    post-synth-top-area-fraction_pct 64.9 \
    sequentialPowerShare_pct 51.8 \
    worstPathMaxFanout 73 \
    post-synth-top-area-cell "sky130_fd_sc_hd__edfxtp_1" \
    hold_path.class "reg -> reg" \
    ioPinCount 42 \
    syn-mean-instance-area_um2 13.3 \
    via_count_of_the_first_global_routing_pass 29400 \
    clock_sinks 1040 \
    pwr_density_cell_nw_per_um2 101 \
]
## registers in the layout (all words and copies together) (netlist names)
signal / cells
rdata: 16
reg_array: 1024
## kinds of logic after synthesis
| kind of cell | synth area share [%] |
|---|---|
| and+or+nand+nor | 16.5 |
| DFF | 65.6 |
| AOI/OAI and AO/OA | 10.5 |
| buffers and inverters | 3.40 |
| muxes | 4.08 |
## metal layers
metal,wire (µm),GRT usage [%],up-vias
met1,54300,24.6,14400
met5,13,0,-
met3,22800,12.7,256
met4,5850,6.45,2
li1,-,-,13000
met2,64900,28.0,1574
## through the flow
step           std cells  util [%]  setup slack, ns  power (mW)
6_report            5629      34.0            10.11        5.40
2_1_floorplan       3561         -            12.75        3.05
5_1_grt             5628      34.0             9.87        5.54
3_5_place_dp        5431      31.8             9.40        3.25
3_3_place_gp        5431      31.8             9.45        3.25
4_1_cts             5627      34.0            10.15        5.42
## power groups by stage
| stage | clock network [mW] | logic [mW] | registers, mW |
|---|---|---|---|
| 4_1_cts | 2.22 | 0.403 | 2.80 |
| 5_1_grt | 2.30 | 0.430 | 2.81 |
| 6_report | 2.19 | 0.406 | 2.80 |
## layout by cell type (no fill, tap or decap), drive strengths merged, types with 17 or more instances in the layout
cell type      Yosys  final
and2            1026   1026
clkbuf           233    137
a221o             18     18
mux2              76     76
nor2              76     76
buf              129    153
a221oi            84     84
a211oi            17     17
clkdlybuf4s50      0     21
o221ai            23     23
mux2i             78     78
a21oi             77     77
o211ai            21     21
edfxtp          1024   1024
clkinv             0     41
o21ai             81     81
a22o              32     32
o22ai             62     62
a22oi            245    245
nand2             59     59
or2               66     66
## worst min-delay path, cell delays in order (launching register included)
cell	delay [ns]
sky130_fd_sc_hd__edfxtp_1	0.32
sky130_fd_sc_hd__a221oi_1	0.12
sky130_fd_sc_hd__o22ai_1	0.13
sky130_fd_sc_hd__or4_1	0.12
## cell type report
type                    count  area [µm²]  share of cell area [%]
inverters                   2        7.51                  0.0141
clock inverters            59         568                    1.07
repair buffers            174        1360                    2.55
diodes                      2        5.00                 0.00940
clock buffers             137        2920                    5.47
multi-input cells        2157       14800                    27.7
well taps                2058        2570                    4.83
flip-flops and latches   1040       31100                    58.3
## path summary, 6_finish.rpt
path,startpoint,endpoint,slack (ns),cells past startpoint
max reg2reg,reg_array[30][14],rdata[14],15.59,5
min reg2reg,reg_array[32][12],rdata[12],0.73,3
min,reg_array[32][12],rdata[12],0.73,3
max,address[2],reg_array[30][0],10.11,7
Power is estimated from default activity; no workload was simulated.
