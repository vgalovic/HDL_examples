`/design/flow/config.mk`:
```
export PLATFORM = sky130hd
export DESIGN_NAME = reg_file_128x32_read_first_with_wclk_and_rclk
export DESIGN_NICKNAME = reg_file_128x32_read_first_with_wclk_and_rclk
export VERILOG_FILES = /design/flow/design.v
export SDC_FILE = /design/flow/constraint.sdc
export NUM_CORES = 4
export LEC_CHECK = 1
export CORE_UTILIZATION = 30
```
`/design/flow/constraint.sdc`:
```
current_design reg_file_128x32_read_first_with_wclk_and_rclk

set clk_period 47.7
set clk_io_pct 0.2

create_clock -name clk0 -period $clk_period [get_ports {rclk}]
create_clock -name clk1 -period $clk_period [get_ports {wclk}]

set non_clock_inputs [all_inputs -no_clocks]
set_input_delay [expr $clk_period * $clk_io_pct] -clock clk0 $non_clock_inputs
set_output_delay [expr $clk_period * $clk_io_pct] -clock clk0 [all_outputs]
```
`/design/flow/design.v`:
```
`timescale 1ns / 1ps
module reg_file_128x32_read_first_with_wclk_and_rclk #(
    parameter DATA_WIDTH   = 32,
    parameter ADDR_WIDTH   = 7,
    parameter MEM_CAPACITY = 128
) (
    input wire wclk,
    input wire rclk,
    input wire reset,
    input wire ce,
    input wire en,
    input wire [ADDR_WIDTH-1:0] address,
    input wire [DATA_WIDTH-1:0] wdata,
    output reg [DATA_WIDTH-1:0] rdata
);
  reg [DATA_WIDTH-1:0] reg_array[0:MEM_CAPACITY-1];
  integer i;
  always @(posedge wclk) begin
    if (reset) begin
      for (i = 0; i < MEM_CAPACITY; i = i + 1) begin
        reg_array[i] <= 0;
      end
    end else if (ce && en) reg_array[address] <= wdata;
  end
  always @(posedge rclk) begin
    rdata <= reg_array[address];
  end
endmodule
```
`/design/flow/run.sh`:
```
#!/bin/bash
# OpenROAD 26Q1-2900-gdf79404cd8, Yosys 0.63+post, stock flow scripts
make -C /OpenROAD-flow-scripts/flow DESIGN_CONFIG=/design/flow/config.mk WORK_HOME=/design/flow/orfs finish
```
==> results.toml <==
# implementation run metrics
[outcome]
status = "finished, final reports clean"

[routing]
vias = 120100
wl_met2_mm = 293.1
met3_wirelength_mm = 126.6
drt_iter0_drc = 10340
drt-total-wl_mm = 686.6
highest_layer = "met5"
detail-route-antenna-nets = 0
drc_errors = 0
dr.pass1.iters = 9
met1Wirelength_mm = 223.5
wire_per_inst_um = 30.56
vias_per_cell = 5.348

[synthesis]
edf_count = 4096
synth_top_area_share_pct = 65.75
ys.flops = 4128
netlist_area_mm2 = 0.1871
async_reset_ff_share_pct = 0
top_cells_by_area = "edfxtp_1, and2_1, a221oi_1"
ys_cells = 14180
flop_cell = "edfxtp_1"
synth_cell_type_count = 66
most_common_cell = "and2_1"
yosys-top-cells-count = "and2_1, edfxtp_1, clkbuf_1, a221oi_1, nand2_1"
synth_chip_area_mm2 = 0.1871
ys_seq_share_pct = 66.09
largest_area_cell = "edfxtp_1"
syn_area_per_cell_um2 = 13.19
syn_inst = 14180
yosys_warnings = 1

[final_timing]
worst_slew_pin_slew_ns = 1.462
final_hold_viol_count = 0
whs_ns = 1.570
final-setup-viol-count = 0
slew_viol_final = 0
rsz0062_at_grt = "no"
setup-tns-final_ns = 0
slew-limit-headroom_pct = 2.510

[worst_hold_path]
hold_start = "reg_array[67][31]"
hp-class = "reg2reg"

[placement]
placed_cells = 21640
port_buffers = 74
dp_hpwl_mm = 417.4
finalWeightedCongestion = 0.9663

[setup_path]
end_kind = "flip-flop"
worst_r2r_endpoint = "rdata[2]"
critPathArrivalTime_ns = 15.63
crit_type = "in2reg"
worst-path-max-fanout = 58
start_kind = "input pin"
r2r_cells = 7
r2r_slack_ns = 42.70
startpoint = "address[1]"
reg2reg_from = "reg_array[35][2]"
crit_required_ns = 47.91
endpoint = "rdata[2]"

[job]
maxCapViolations = 0
log.warning_count = 27

[finish]
area_growth_pct = 12.78
layout-drive-gt1-share_pct = 13.47
finalNonFillerCells = 22470

[die]
rows = 289
die_h_um = 791.7
initCoreUtil_pct = 30.17
core_area_mm2 = 0.6201
io_pins = 76
die_w_um = 791.7
die_area_mm2 = 0.6267

[clock_network]
ctsResizeCount = 0
cts_sinks = 4128
cts_tree = "yes"
holdBufCountCts = 0
cts_setup_buffers = 0
clk_pin_slew_ns = 0.08

[pwr]
vdd_drop_max_v = 0.00003546
leakage_uw = 0.07173
p_per_area_mw_per_mm2 = 38.72

[global_route]
antenna_found_initial = 54
grt_pass1_vias = 121800
grt_overflow_total = 0
grtUsageTotal_pct = 22.83
grt_start_max_net_pins = 83
grt_pass1_wl_mm = 956.2
==> how the worst min path moves through the flow <==
stage / end / slack [ns] / depth (start not counted)
finish: rdata[31] / 1.57 / 4
global route: rdata[2] / 1.61 / 3
CTS: rdata[31] / 1.60 / 4
==> state kept, by name, summed over array words and instances (netlist names) <==
signal / count
reg_array: 4096
rdata: 32
==> cell usage in the layout, fill, tap and decap left out, types with 24 or more instances in the layout <==
master,n
edfxtp_1,4096
a311oi_1,24
o22a_1,59
a222oi_1,206
diode_2,47
a21oi_1,391
a211oi_1,51
o2bb2ai_1,29
dfxtp_1,32
a221oi_1,532
a22oi_1,435
buf_6,33
mux4_2,55
and2_1,4128
clkinv_2,57
a22o_1,36
mux2_2,255
a221o_1,109
nor3_1,58
o22ai_1,137
nor2_1,251
o221ai_1,60
o21ai_0,288
o32ai_1,43
or2_2,130
clkbuf_16,433
clkbuf_1,128
nor2_2,119
nand2_1,517
buf_4,644
clkinv_1,105
clkdlybuf4s50_1,34
mux2i_1,227
==> stage by stage <==
stage | total power [uW] | setup slack, ns | instance area, um2 | utilization (%)
global route | 8364 | 32.44 | 210900 | 34.01
finish | 8169 | 32.28 | 211000 | 34.02
detailed placement | 4981 | 32.42 | 197700 | 31.87
floorplan | 4605 | 35.55 | 187100 | -
global placement | 4978 | 32.23 | 197600 | 31.86
CTS | 8170 | 32.75 | 210800 | 34.00
==> critical path, cell delays in order <==
cell,delay (ns)
buf_8,0.32
buf_4,0.63
and2_4,0.69
buf_4,0.71
buf_4,0.64
buf_4,0.49
a221oi_1,0.16
nor2_1,0.13
a221oi_1,0.08
o221ai_1,0.61
buf_4,0.24
o221ai_1,0.65
o31ai_1,0.36
==> power breakdown <==
group / leakage (uW) / switching (uW) / internal, uW
Combinational: 0.0262 / 518 / 177
Clock: 0.00639 / 1460 / 1780
Sequential: 0.0391 / 69.7 / 4160
Total: 0.0717 / 2050 / 6120
==> metal layers <==
metal,up-vias,track usage [%]
li1,51590,-
met2,7987,31.75
met5,-,3.578
met1,58980,25.25
met4,72,10.65
met3,1520,18.09
==> final cells by class <==
cell class / count / area [um2]
Antenna cell: 47 / 117.6
Multi-Input combinational cell: 8482 / 57760
Sequential cell: 4128 / 123600
Clock buffer: 562 / 11330
Timing Repair Buffer: 729 / 5847
Fill cell: 58760 / 409200
Clock inverter: 213 / 1848
Tap cell: 8293 / 10380
Inverter: 11 / 66.31
==> logic make-up after synthesis <==
kind of cell,Yosys count,synth area share (%)
compound gates,2602,10.50
buf+inv,1573,3.357
flops,4128,66.09
mux,537,3.412
simple gates,5343,16.63
No activity file was given, so power comes from the tool's default toggle rates.
